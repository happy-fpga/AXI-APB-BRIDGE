==> /design/flow/design.v <==
module axi_apb_bridge #(
    parameter AXI_ADDR_WIDTH = 32,
    parameter AXI_DATA_WIDTH = 32,
    parameter APB_ADDR_WIDTH = 32,
    parameter APB_DATA_WIDTH = 32
)(
    input wire                          axi_aclk,
    input wire                          axi_aresetn,
    input wire [AXI_ADDR_WIDTH-1:0]     axi_awaddr,
    input wire [2:0]                    axi_awprot,
    input wire                          axi_awvalid,
    output reg                          axi_awready,
    input wire [AXI_DATA_WIDTH-1:0]     axi_wdata,
    input wire [(AXI_DATA_WIDTH/8)-1:0] axi_wstrb,
    input wire                          axi_wvalid,
    output reg                          axi_wready,
    output reg [1:0]                    axi_bresp,
    output reg                          axi_bvalid,
    input wire                          axi_bready,
    input wire [AXI_ADDR_WIDTH-1:0]     axi_araddr,
    input wire [2:0]                    axi_arprot,
    input wire                          axi_arvalid,
    output reg                          axi_arready,
    output reg [AXI_DATA_WIDTH-1:0]     axi_rdata,
    output reg [1:0]                    axi_rresp,
    output reg                          axi_rvalid,
    input wire                          axi_rready,
    output reg [APB_ADDR_WIDTH-1:0]     apb_paddr,
    output reg                          apb_pwrite,
    output reg                          apb_psel,
    output reg                          apb_penable,
    output reg [APB_DATA_WIDTH-1:0]     apb_pwdata,
    input wire [APB_DATA_WIDTH-1:0]     apb_prdata,
    input wire                          apb_pready,
    input wire                          apb_pslverr
);
    localparam IDLE        = 3'b000;
    localparam WRITE_ADDR  = 3'b001;
    localparam WRITE_DATA  = 3'b010;
    localparam WRITE_RESP  = 3'b011;
    localparam READ_ADDR   = 3'b100;
    localparam READ_DATA   = 3'b101;
    reg [2:0] current_state, next_state;
    reg [AXI_ADDR_WIDTH-1:0] captured_addr;
    reg [AXI_DATA_WIDTH-1:0] captured_wdata;
    reg [(AXI_DATA_WIDTH/8)-1:0] captured_wstrb;
    reg clk_enable;
    always @(posedge axi_aclk or negedge axi_aresetn) begin
        if (!axi_aresetn) begin
            current_state <= IDLE;
        end else begin
            current_state <= next_state;
        end
    end
    always @(*) begin
        next_state = current_state;  
        case (current_state)
            IDLE: begin
                if (axi_awvalid) next_state = WRITE_ADDR;
                else if (axi_arvalid) next_state = READ_ADDR;
            end
            WRITE_ADDR: begin
                if (axi_wvalid) next_state = WRITE_DATA;
            end
            WRITE_DATA: begin
                if (apb_pready) next_state = WRITE_RESP;
            end
            WRITE_RESP: begin
                if (axi_bready) next_state = IDLE;
            end
            READ_ADDR: begin
                if (apb_pready) next_state = READ_DATA;
            end
            READ_DATA: begin
                if (axi_rready) next_state = IDLE;
            end
            default: next_state = IDLE;
        endcase
    end
    always @(posedge axi_aclk or negedge axi_aresetn) begin
        if (!axi_aresetn) begin
            axi_awready <= 1'b0;
            axi_wready <= 1'b0;
            axi_arready <= 1'b0;
            axi_bvalid <= 1'b0;
            axi_rvalid <= 1'b0;
            captured_addr <= 0;
            captured_wdata <= 0;
            captured_wstrb <= 0;
            apb_paddr <= 0;
            apb_pwdata <= 0;
            apb_pwrite <= 0;
            apb_psel <= 0;
            apb_penable <= 0;
            clk_enable <= 1'b0;
        end else begin
            axi_awready <= 1'b0;
            axi_wready <= 1'b0;
            axi_arready <= 1'b0;
            apb_psel <= 1'b0;
            apb_penable <= 1'b0;
            clk_enable <= 1'b1;  
            case (current_state)
                IDLE: begin
                    if (axi_awvalid) begin
                        axi_awready <= 1'b1;
                        captured_addr <= axi_awaddr;
                    end else if (axi_arvalid) begin
                        axi_arready <= 1'b1;
                        captured_addr <= axi_araddr;
                    end
                end
                WRITE_ADDR: begin
                    if (axi_wvalid) begin
                        axi_wready <= 1'b1;
                        captured_wdata <= axi_wdata;
                        captured_wstrb <= axi_wstrb;
                    end
                end
                WRITE_DATA: begin
                    apb_psel <= 1'b1;
                    apb_pwrite <= 1'b1;
                    apb_paddr <= captured_addr;
                    apb_pwdata <= captured_wdata;
                    if (apb_pready) begin
                        apb_penable <= 1'b1;
                        axi_bresp <= apb_pslverr ? 2'b10 : 2'b00;
                        axi_bvalid <= 1'b1;
                    end
                end
                WRITE_RESP: begin
                    if (axi_bready) begin
                        axi_bvalid <= 1'b0;
                    end
                end
                READ_ADDR: begin
                    apb_psel <= 1'b1;
                    apb_pwrite <= 1'b0;
                    apb_paddr <= captured_addr;
                    if (apb_pready) begin
                        apb_penable <= 1'b1;
                        axi_rresp <= apb_pslverr ? 2'b10 : 2'b00;
                        axi_rvalid <= 1'b1;
                        axi_rdata <= apb_prdata;
                    end
                end
                READ_DATA: begin
                    if (axi_rready) begin
                        axi_rvalid <= 1'b0;
                    end
                end
            endcase
        end
    end
endmodule
==> /design/flow/run.sh <==
#!/bin/bash
# OpenROAD 26Q1-2900-gdf79404cd8, Yosys 0.63+post, stock flow scripts
make -C /OpenROAD-flow-scripts/flow DESIGN_CONFIG=/design/flow/config.mk WORK_HOME=/design/flow/orfs finish
==> /design/flow/config.mk <==
export PLATFORM = sky130hd
export DESIGN_NAME = axi_apb_bridge
export DESIGN_NICKNAME = axi_apb_bridge
export VERILOG_FILES = /design/flow/design.v
export SDC_FILE = /design/flow/constraint.sdc
export NUM_CORES = 4
export LEC_CHECK = 1
export CORE_UTILIZATION = 40
==> /design/flow/constraint.sdc <==
current_design axi_apb_bridge

set clk_period 6.5
set clk_io_pct 0.2

create_clock -name clk0 -period $clk_period [get_ports {axi_aclk}]

set non_clock_inputs [all_inputs -no_clocks]
set_input_delay [expr $clk_period * $clk_io_pct] -clock clk0 $non_clock_inputs
set_output_delay [expr $clk_period * $clk_io_pct] -clock clk0 [all_outputs]
==> run notes <==
Implementation status.

- The areal power density over the cells is 384 nW/um^2.
- Summing over the stages, the warning tally comes to 35.
- The worst max-slew margin expressed relative to the limit is 0.558.
- The number of top-level pins is 255.
- The run finished with clean final reports.
- The total grt overflow is 0.
- The total number of clock tree sinks is 176.
- The number of different library cells used by synthesis comes to 31.
- The fmax is 385 MHz.
- The iteration-0 DRC count of the detailed router is 115.
- The timing report gives the biggest stage delay along the critical path as 0.52 ns.
- The half-perimeter wire length after placement is 9610 um.
- The number of search-and-repair iterations in the first detailed-routing pass is 6.
- The total placed cells including tap cells is 868.
- Internal power comes to 2.93 mW.
- The pin closest to its max-slew limit shows a slew of 0.664 ns.
- The synthesized design contains 176 register bits.
- The kind of cell with the highest combined delay along the critical path is buffers and inverters.
- The number of fillers in the final layout is 1243.
- The worst ir drop on vdd is 200 uV.
- The first global-routing pass estimated 20700 um of wire.
- The overall power of the completed layout is 3.78 mW.
- The number of buffers inserted by hold repair at cts is 0.
- The routed layout has 4126 vias.
- In the final layout, the multi-input gates occupy 1870 um^2.
- The insertion delay at the late pin of the worst-skew pair is 0.42 ns.
- The routed design has 13600 um of wire.
- The switching part of the total power is 0.225.
- In the routed layout, each cell is associated on average with a via count of 4.58.
- The required time of the critical path is 5.20 ns.
- The critical path goes through clkdlybuf4s50_1.
- The via count of the first global-routing pass was 4053.
- Looking at the setup timing report, the critical path kind is reg2out.
- The final worst hold slack is 0.473 ns.
- The post-CTS setup repair buffer count is 0.
- The worst clock skew is 0.0107 ns.
- In the routed netlist, the antenna diode instances number 0.
- After synthesis, the design contains 423 cells according to Yosys.
- The tally of buffers added on design ports is 242.
- The finished cells cover 9850 um^2.
- The worst setup path is captured at an output pin.
- The synthesized instance count is 423.
- Dividing the detail-routed wire length by the instance count gives 15.1 um.
- Summed over all nets, the switching power comes to 0.850 mW.
- The count of final setup violators is 0.
- After its last routability iteration, the placer logged a weighted congestion of 0.734.
- The global-route usage over all layers is 0.167.
- The initial antenna violation count was 0.
- The TritonCTS clock tree is done.
- CTS reports a maximum clock tree buffer depth of 2.
- After synthesis the cells add up to 6610 um^2.
- Per the post-CTS timing run, clock transition at the registers of the reported paths is 0.06 ns.
- Of the total power, the clock network draws 0.285.
- The timing report notes that buffer and inverter cells on the critical path total 1.
- The non-filler instance count after layout is 900.
- For this run, the register share of the synthesized area comes to 0.692.
- The synthesis warning total is 1.
- After detailed routing, the number of remaining DRC violations is 0.
- The core footprint is 16000 um^2.
- Of the available clock period, the critical path in the final layout requires 0.399.
- The class of the worst hold path is reg2reg.
- The power report attributes to the combinational group a share of 0.260.
- The die is 131 um wide.
- The largest individual stage delay along the critical path comes from the cell clkdlybuf4s50_1.
- The worst reg-to-reg setup slack is 4.76 ns.
- The setup total negative slack is 0 ns.
- The post-route minimum period is 2.60 ns.
- The CTS H-tree depth is 4.
- The final timing report lists a hold violation count of 0.
- Per the OpenROAD power report, leakage power amounts to 4.23 nW.
- Looking at the clock tree report, the root buffer type is clkbuf_16.
- The overall chip area is 17000 um^2.
- The tally of nets with antenna violations remaining after routing is 0.
- Entering global routing, the biggest net connects 54 pins.
- Measured along the y axis, the die boundary spans 131 um.
- The ratio of cells with drive above 1 in the final layout is 0.202.
- Per the post-synthesis stats, the area per cell is 15.6 um^2.
- Buffers inserted during clock tree synthesis total 17.
- The instance area after placement is 9210 um^2.
- The core utilization at floorplan is 0.413.
- The proportion of power drawn by flip-flops and latches is 0.455.
- The number of cells upsized or downsized after cts is 0.
- The OpenROAD report gives the critical path a data arrival time of 1.30 ns.
- The total count of max-transition violations in the final report is 0.
- The critical path startpoint category is a flip-flop.
- The max capacitance violation total is 0.
- The post-synthesis to final-layout area growth is 49.0%.
- Setup repair after global routing left no endpoint under its margin.
- The floorplan has 46 rows.
- The post-synthesis chip area from yosys is 6610 um^2.
- Of all nets on the critical path, the largest fanout is 3.
- The footprint of the flip-flops and latches is 4580 um^2.
==> worst paths after layout <==
check                                       start                 to  cells past startpoint
worst min register to register  captured_addr[23]  captured_addr[23]                      2
worst min-delay path            captured_addr[23]  captured_addr[23]                      2
min in group asynchronous             axi_aresetn  captured_wdata[9]                      1
worst max register to register   current_state[1]      apb_paddr[18]                      3
max in group asynchronous             axi_aresetn       apb_paddr[2]                      2
worst max-delay path                   axi_rvalid         axi_rvalid                      1
==> area by class of cell <==
class	instances	share of cell area
Clock inverter	8	0.0152
Tap cell	216	0.0274
Multi-Input combinational cell	221	0.190
Inverter	5	0.00190
Timing Repair Buffer	250	0.252
Clock buffer	24	0.0499
Sequential cell	176	0.464
==> sequential cells by signal, indices dropped and copies added (netlist names), 6 cells and up <==
| register | count |
|---|---|
| axi_rdata | 32 |
| apb_paddr | 32 |
| captured_wdata | 32 |
| apb_pwdata | 32 |
| captured_addr | 32 |
| current_state | 6 |
==> cell families (layout without fill, tap and decap cells) <==
logic type             Yosys count  count (layout)  synth area share
DFF                            176             176             0.692
AOI/OAI and AO/OA               41              41            0.0350
muxes                          128             128             0.212
other                            1               2          0.000567
and+or+nand+nor                 50              50            0.0339
buffers and inverters           27             287            0.0261
==> layout by cell type (no fill, tap or decap), types with 2 or more instances in the layout <==
master and instances:
clkdlybuf4s50_1 240, clkbuf_1 3, nor2_1 2, inv_1 5, o2bb2ai_1 2, clkbuf_8 4
o21ai_1 5, a21oi_1 2, conb_1 2, clkbuf_16 17, buf_4 8, o21ai_0 29
nand2_1 37, and3_1 2, bufinv_16 4, nand2b_1 3, dfrtp_1 141, edfxtp_1 34
mux2_2 94, mux2i_1 32
==> stage by stage <==
stage          utilization  setup WS, ns
2_1_floorplan            -          3.95
3_3_place_gp         0.576          3.52
3_5_place_dp         0.576          3.50
4_1_cts              0.616          3.87
5_1_grt              0.616          3.79
6_report             0.616          3.90
==> routing by layer <==
metal  global-route usage  routed length (um)
met1                0.251                5870
met2                0.246                5990
met3               0.0705                1580
met4               0.0189                 126
met5                    0                   0
==> cell usage after synthesis <==
cell | count | share of area
dfrtp_1 | 141 | 0.53
mux2_2 | 94 | 0.16
nand2_1 | 37 | 0.021
edfxtp_1 | 34 | 0.15
mux2i_1 | 32 | 0.048
o21ai_0 | 29 | 0.022
buf_4 | 9 | 0.010
buf_2 | 7 | 0.0053
inv_1 | 5 | 0.0028
o21ai_1 | 5 | 0.0038
buf_6 | 3 | 0.0051
nand2b_1 | 3 | 0.0028
a21oi_1 | 2 | 0.0015
and3_1 | 2 | 0.0019
clkbuf_2 | 2 | 0.0015
nor2_1 | 2 | 0.0011
o2bb2ai_1 | 2 | 0.0026
a21o_1 | 1 | 0.0011
a221o_1 | 1 | 0.0015
and2_1 | 1 | 0.00095
and3b_1 | 1 | 0.0013
clkbuf_4 | 1 | 0.0011
conb_1 | 1 | 0.00057
dfstp_2 | 1 | 0.0040
mux2_1 | 1 | 0.0017
mux2_4 | 1 | 0.0023
nand2_2 | 1 | 0.00095
nor2_4 | 1 | 0.0017
nor2b_1 | 1 | 0.00095
nor3b_1 | 1 | 0.0011
o21ai_4 | 1 | 0.0025
==> power groups by stage <==
stage	clock, mW	sequential (mW)	combinational [mW]
after CTS	1.11	1.72	1.01
after global routing	1.16	1.77	1.09
final	1.08	1.72	0.981
No activity file was given, so power comes from the tool's default toggle rates.
